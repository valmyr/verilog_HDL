==> flow/design.v <==
module somador(input cin,input [10:0] A,B,output[10:0] s, output cout);
  assign {cout,s} = A+B+cin;
endmodule
module regis(input clk,reset, input  [10:0]d, output reg [10:0] q);
  always@(posedge clk || reset) begin
   	q <= reset ? 0:d;
  end 
endmodule
module fib(input clk,reset, output reg [6:0] outp1,outp2,outp3,outp4);
  reg [10:0] d1 = 1, d2 =1;
  reg [10:0] q1, q2;
  wire cout;
  wire [10:0] A;
  reg [10:0] dig1,dig2,dig3,dig4;
  somador s(0,d1,d2,A,cout);
  disp dis1(dig1,outp1);
  disp dis2(dig2,outp2);
  disp dis3(dig3,outp3);
  disp dis4(dig4,outp4);
  always @(posedge clk) begin
    d2 = d1;
    d1 = A;
    dig4 =  (d2%10);
    dig3 = (d2/10)%10;
    dig2 = (d2/100)%10;
    dig1 = (d2/1000)%10;    
    if(d2 > 9999) begin
      d1 = 1;
      d2 = 1;
    end
  end
endmodule
module disp(input [10:0] inp, output [6:0] outp);
  assign outp =	(inp == 0)? 8'b0000001:
    		   	(inp == 1)? 8'b0011111:
    			(inp == 2)? 8'b0010010:
    			(inp == 3)? 8'b0000110:
    			(inp == 4)? 8'b1001100:
    			(inp == 5)? 8'b0100100:
    			(inp == 6)? 8'b0100000:
    			(inp == 7)? 8'b0001111:
    			(inp == 8)? 8'b0000000:8'b0000100;
endmodule
==> flow/run.sh <==
#!/bin/bash
# OpenROAD 26Q1-2900-gdf79404cd8, Yosys 0.63+post, stock flow scripts
make -C /OpenROAD-flow-scripts/flow DESIGN_CONFIG=/design/flow/config.mk WORK_HOME=/design/flow/orfs finish
==> flow/config.mk <==
export PLATFORM = sky130hd
export DESIGN_NAME = fib
export DESIGN_NICKNAME = fib
export VERILOG_FILES = /design/flow/design.v
export SDC_FILE = /design/flow/constraint.sdc
export NUM_CORES = 4
export LEC_CHECK = 1
export CORE_UTILIZATION = 30
==> flow/constraint.sdc <==
current_design fib

set clk_period 7.2
set clk_io_pct 0.2

create_clock -name clk0 -period $clk_period [get_ports {clk}]

set non_clock_inputs [all_inputs -no_clocks]
set_input_delay [expr $clk_period * $clk_io_pct] -clock clk0 $non_clock_inputs
set_output_delay [expr $clk_period * $clk_io_pct] -clock clk0 [all_outputs]
==> run summary <==
Results of the flow run.

The first global-routing pass estimated 25070 um of wire. Synthesis instantiated 93 different standard cells from the library. Averaged over all synthesized cells, the footprint is 7.473 um2. Setup repair after global routing left no endpoint under its margin. The source-to-sink clock delay at the later pin of the worst-skew pair stands at roughly 330 ps. The number of stages on the worst setup path stands at 29. The DRC violations left stands at 0. The cell count after synthesis stands at 815. The most used flip-flop cell after synthesis is dfxtp_1. The placeable core region stands at about 20000 um2. The post-layout instance area stands at 6878 um2.

The number of failing hold endpoints at the final stage stands at 0. The sum of buffers and inverters on the critical path stands at 3. Per STA, the startpoint of the critical path is d1[8]$_DFF_P_. The analysis attributes to cell leakage a power of 2.315 nW. Looking at the reg2reg group, the worst path starts from d1[8]$_DFF_P_.

Per the post-route antenna check, the number of violating nets is 0. After synthesis, the chip area reported by Yosys is approximately 6000 um2. The per-cell routed wire length stands at 13.52 um.

STA lists the endpoint of the worst register-to-register path as dig3[9]$_DFF_P_. The floorplan report gives the top-level pin count as 30. The total number of H-tree levels stands at 3. The delay of the slowest cell on the worst path stands at 410 ps. The total global-route track usage stands at 14.68%. The highest supply drop recorded on VDD is 0.1005 mV. The worst setup path is launched from a register. The site row count stands at 51. The global route total overflow stands at 0. For this run, the detailed router's first-pass iteration total came to 5. The startpoint identified for the worst hold timing path is d1[0]$_DFF_P_.

The slowest stage of the critical path is the or3b_1 cell. The layout cell share with drive strength beyond 1 stands at 9.257%. The peak clock frequency supported by timing stands at 151.1 MHz. The post-synthesis instance area stands at between 6000 and 7000 um2. Internal power comes to 0.0006359 W. The number of max-cap violations stands at 0. Logic depth along the worst register-to-register path is recorded as 29.

In the synthesized netlist the async set-or-reset flop fraction comes to 0%. The via count of the first global-routing pass stands at 5294. The timing report gives the clock slew at the launch and capture registers of the worst setup and hold paths as 50 ps. The critical path arrival stands at between 6000 and 7000 ps. The actual transition at the worst max-transition pin stands at 829.8 ps. TritonCTS built the clock tree.

The share of total power consumed by net switching stands at 19.54%. The number of buffers inserted by port buffering stands at 26. The register bit count reported by yosys stands at 57.

The setup path with the least slack is of type reg -> reg. Yosys mapped a number of flops with a built-in enable equal to 0. Total power normalized to cell area comes to 114.9 nW/um2. The final route contains 5863 vias. After floorplanning, the die was sized to cover approximately 21000 um2. The flow ran to the end, and the final reports show no timing, DRC or antenna violations.

The script extracted a net switching power of 0.0001545 W. The total routed wirelength stands at approximately 15000 um. The critical path maximum fanout is 8.

The worst hold slack stands at 387.0 ps. After clock tree synthesis, the setup repair step added 0 buffers. The tightest min-delay check is of the reg -> reg type.

Looking at the power breakdown, combinational cells take 0% of the total. In the routed layout, each cell is associated on average with a via count of 5.399. In the final run the clock tree shows a worst skew of 6.874 ps.

The worst setup slack for register-to-register paths stands at 580 ps. On the critical path the largest part of the delay comes from simple AND/OR/NAND/NOR gates. Once the floorplan was initialized, standard cells occupied between 30% and 40% of the core. The end-of-flow timing check tallies setup violations at 0.

After clock tree synthesis, the flow added hold-fix buffers numbering 0. The power after layout stands at approximately 0.00079 W. The detailed-placement wirelength estimate stands at 10750 um. Per Yosys stat, the portion of area used by sequential elements is 18.73%.

The final critical path takes up 91.94% of the cycle. Per STA, the library cell used most along the worst path is ha_1. Measured against its own limit, the worst slew margin works out to 44.28%. The data required time reported for the critical path is 7460 ps. The final critical-path required period stands at 6620 ps.

The routed design ends up with an antenna cell count of 0. STA classifies the critical path endpoint as a register. The final total negative setup slack stands at 0 ps. The critical path ends at dig3[9]$_DFF_P_.

The vertical die dimension reported for this design is 144.5 um. In this run, flip-flops and latches consume roughly 40% of the power. The TritonCTS buffer count stands at 9. The total cell area at the placement stage stands at 6545 um2. The clock passes through at most 2 buffers. The number of warning messages in the yosys log stands at 2. Per the Yosys statistics, synthesis produced 815 cells.

Looking at the clock tree report, the root buffer type is clkbuf_16. The final weighted congestion recorded by global placement is 0.9291. The width of the die stands at 144.5 um. The largest net degree at the start of global routing stands at 34.

The initial antenna violation count came to 0. The sink count of the clock tree stands at around 57. The portion of total power attributed to the clock network stands at 60.1%. The number of warnings the tools reported stands at 33. Hold analysis shows the worst path with a depth of 0. For reference, the final report shows the max-slew violation count at 0.

Per the log, the first TritonRoute iteration ended with a DRC count of 470. In this run the layout overhead on the synthesized area is reported as 12.92%.
[layout make-up]
| type | count | area (um2) |
|---|---|---|
| fillers | 2070 | 12780 |
| inverters | 43 | 161.4 |
| multi-input cells | 665 | 4548 |
| clock inverters | 5 | 77.57 |
| flip-flops and latches | 57 | 1141 |
| well taps | 265 | 331.6 |
| repair buffers | 40 | 365.4 |
| clock buffers | 11 | 252.7 |
[repair_timing]
| action | 4_1_cts | 5_1_grt |
|---|---|---|
| endpoints found under the setup margin | 0 | 2 |
| hold endpoints to repair | 0 | 0 |
| resized | 0 | 1 |
[worst min path at each step]
stage | to
after CTS | dig4[0]$_DFF_P_
after global routing | d2[0]$_DFF_P_
final | dig4[0]$_DFF_P_
[cell usage in the layout (no fill, tap or decap), drive strengths merged, types with 6 or more instances in the layout]
cell / synthesis / layout
or3: 12 / 12
o21bai: 8 / 8
nor2b: 9 / 9
xor2: 10 / 10
and2: 8 / 8
mux2: 7 / 7
a211oi: 15 / 15
nand3: 20 / 20
ha: 28 / 28
nor3b: 10 / 10
nand2: 52 / 52
clkdlybuf4s50: 0 / 26
o31ai: 9 / 9
nor4: 9 / 9
nand2b: 8 / 8
o22ai: 6 / 6
and3: 10 / 10
o21a: 9 / 9
a211o: 7 / 7
buf: 32 / 14
a31oi: 16 / 16
a21o: 11 / 11
nand4: 12 / 12
o21ai: 57 / 57
clkbuf: 19 / 11
dfxtp: 57 / 57
nor2: 80 / 80
a221oi: 7 / 7
inv: 41 / 41
a21oi: 55 / 55
or2: 12 / 12
xnor2: 35 / 35
nor3: 38 / 38
o211ai: 10 / 10
[worst register-to-register path, delay by kind of cell, from the launching register on]
kind | cells | cell delay (ps)
AND-OR/OR-AND | 8 | 1970
XOR/XNOR | 2 | 380
adder cells (fa/ha/maj) | 5 | 1280
buffers and inverters | 3 | 310
flip-flops | 1 | 300
AND/OR/NAND/NOR | 11 | 2310
[stage by stage]
| stage | utilization, % | cells | worst slack, ps |
|---|---|---|---|
| finish | 34.99 | 1086 | 580.4 |
| global route | 34.99 | 1086 | 31.34 |
| CTS | 34.98 | 1086 | 493.6 |
| detailed placement | 33.30 | 1070 | 521.0 |
| global placement | 33.30 | 1070 | 640.6 |
| floorplan | - | 816 | 1145 |
[state kept, by name (all words and copies together) (netlist names)]
register,count
d1,11
d2,11
dig2,11
dig3,11
dig4,11
dig1,2
[synth_stat cells, types with 7 or more instances]
cell type  instances  area (um2)
mux2_2             7       78.83
buf_1              8       30.03
xor2_1            10       87.58
o211ai_1           9       67.56
nor2b_1            9       56.30
nor3_1            37       185.2
nand2b_1           8       50.05
nand2_1           52       195.2
o21bai_1           8       60.06
and3_1            10       62.56
o21ai_1           12       60.06
buf_2             17       85.08
a21oi_1           52       260.3
nand4_1            9       56.30
or3_1             12       75.07
nor4_1             9       56.30
nand3_1           20       100.1
clkbuf_1          19       71.32
a211o_1            7       61.31
o21ai_0           43       215.2
nor3b_1           10       75.07
ha_1              28       350.3
o21a_1             9       67.56
o31ai_1            9       67.56
and2_1             7       43.79
inv_1             37       138.9
xnor2_1           35       306.5
a211oi_1          15       112.6
or2_2              8       50.05
nor2_1            79       296.5
a21o_1            11       82.58
dfxtp_1           57        1141
a31oi_1           14       87.58
[layer usage]
metal  wire [um]  part of all wire [%]  vias to the layer above  GRT usage (%)
met2        6641                    45                      113          23.71
met1        7331                    50                     2690          21.75
met3         503                   3.4                       15          1.281
met5           0                     0                        -              0
li1            -                     -                     3045              -
met4         208                   1.4                        0          2.050
[power groups by stage]
stage | Sequential, W | Combinational (W) | Clock [W]
final | 0.000316 | 0.0000000154 | 0.000475
after global routing | 0.000315 | 0.0000000640 | 0.000500
after CTS | 0.000316 | 0.0000000288 | 0.000485
[cells by family after synthesis]
group           Yosys count  share of synthesized area (%)
buf+inv                  94                          6.697
fa+ha+maj                34                          6.902
other cells               1                        0.06157
compound gates          270                          32.60
mux                      12                          2.116
simple gates            302                          26.42
flops                    57                          18.73
xor+xnor                 45                          6.471
Power and IR drop assume default switching activity.
